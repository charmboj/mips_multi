==> ./config.mk <==
export PLATFORM = sky130hd
export DESIGN_NAME = alu
export DESIGN_NICKNAME = alu
export VERILOG_FILES = /design/flow/design.v
export SDC_FILE = /design/flow/constraint.sdc
export NUM_CORES = 4
export LEC_CHECK = 1
export CORE_UTILIZATION = 50
==> ./constraint.sdc <==
current_design alu

set clk_period 24.0
set clk_io_pct 0.2

create_clock -name clk0 -period $clk_period

set non_clock_inputs [all_inputs -no_clocks]
set_input_delay [expr $clk_period * $clk_io_pct] -clock clk0 $non_clock_inputs
set_output_delay [expr $clk_period * $clk_io_pct] -clock clk0 [all_outputs]
==> ./design.v <==
module alu(
	src_a,
	src_b,
	alu_control,
	zero,
	alu_result
);
	input [31:0] src_a, src_b;
	input [2:0] alu_control;
	output reg zero;
	output reg [31:0] alu_result;
	always begin
		case(alu_control)
			3'b010: alu_result = src_a + src_b;  
			3'b110: alu_result = src_a - src_b;  
			3'b000: alu_result = src_b&&src_b;  
			3'b001: alu_result = src_b||src_b;  
			3'b111: alu_result = (src_a < src_b)? 1:0;  
		endcase
		zero = (alu_result == 0)? 1:0;
	end
endmodule
==> ./run.sh <==
#!/bin/bash
# OpenROAD 26Q1-2900-gdf79404cd8, Yosys 0.63+post, stock flow scripts
make -C /OpenROAD-flow-scripts/flow DESIGN_CONFIG=/design/flow/config.mk WORK_HOME=/design/flow/orfs finish
==> out/qor.csv <==
stage;metric;value;unit
placed_design;worst slack at placement;9920;ps
yosys;mux share;0.0156;
timing;endpoints left unconstrained;64;
pwr;Combinational Power Share;0.937;
routing;post-route ant nets;0;
yosys;Post-Syn Instances;686;
cells_and_area;layout cells sized above 1;0.0435;
floorplanning;core area;0.00920;mm2
pwr;Clk pwr share;0;
floorplanning;# rows;35;
setup_path;CP top delay family;AND-OR/OR-AND gates;
yosys;Cell Type Count;76;
routing;routed wire length per instance;19.5;um
pwr;share of power burned in registers;0.063;
floorplanning;FP Util;0.515;
placed_design;RePlAce Congestion;0.976;
routing;DR pass1 iterations;7;
yosys;yosys stat area;0.00474;mm2
global_routing;met3 Usage GRT;0.0779;
pwr;Static Leak;2.49;nW
floorplanning;die height;99.3;um
routing;n_diodes;0;
global_routing;initial antenna violation count;0;
cells_and_area;max FFs per register;32;
global_routing;met2 usage;0.531;
routing;post-DR vias/cell;6.59;
hold_path;Hold Crit Class;in -> out;
run;max_cap viols;0;
pwr;PD cells;26.6;mW/mm2
run;Log Warnings;64;
timing;Slew @ Worst Pin;807;ps
timing;fin crit period;14190;ps
yosys;Yosys top cell area share;0.166;
timing;register pins left without a clock;32;
global_routing;Tot GR Track Use;0.349;
setup_path;Critical Path Start;src_b[5];
setup_path;Slowest-stage cell, CP;or4_1;
setup_path;CP bufs+invs;4;
setup_path;CP max stage delay;580;ps
floorplanning;Die X;99.3;um
cells_and_area;most instantiated logic cells after routing;clkdlybuf4s50_1 (100), a21oi_1 (89), inv_1 (68);
timing;relative slew slack;0.451;
yosys;Synth logic family;AND-OR/OR-AND gates;
global_routing;Overflow after GRT;0;
clocking;Post-CTS Setup Bufs;0;
yosys;synth warn;1;
timing;fin. max-slew vios;0;
pwr;Int Pwr;0.0000674;W
setup_path;Levels on crit path;15;
pwr;switching power;0.0000860;W
cells_and_area;Non-Filler Instances;869;
yosys;ys async rst share;0;
setup_path;WP data arrival;9390;ps
routing;Post-Route WL;17000;um
timing;final worst path period share;0.591;
clocking;post-cts hold buffer count;0;
global_routing;grt peak-use layer;met2;
pwr;Peak VDD IR;0.0154;mV
yosys;flip-flops with a built-in enable;0;
global_routing;largest net degree at the start of global routing;30;
setup_path;critical path class;in -> out;
timing;Final Hold Fails;0;
yosys;Post-synth area hogs;ha_1 (17%), dlxtn_1 (10%), a21oi_1 (9.4%);
global_routing;global-route wire length before repair;26800;um
yosys;Synth Flop Type;dlxtn_1;
timing;RSZ-0062 raised after global routing;no;
yosys;yosys aoi share;0.400;
yosys;# Cells Yosys;686;
floorplanning;Ports;100;
setup_path;CP Capture Type;primary output;
pwr;Sw Ratio;0.560;
global_routing;M1 GR Usage;0.525;
timing;setup TNS;0;ps
yosys;Simple-Gate Fraction of Synth Area;0.211;
yosys;Synth Register Bits;32;
cells_and_area;Synth-to-Final Area Change;22.0;%
timing;fmax;0.0705;GHz
yosys;adder-cell share of the synthesized area;0.175;
placed_design;Placed Cells;869;
routing;DRT iter0 DRCs;377;
yosys;synthesized cell area;0.00474;mm2
timing;Setup-failing EPs final;0;
setup_path;CP cell instances;clkdlybuf4s50_1 -> inv_1 -> ha_1 -> inv_1 -> a221oi_2 -> a2111oi_4 -> o31ai_2 -> o21ai_1 -> a21boi_1 -> xnor2_1 -> o22ai_1 -> or4_1 -> or3_1 -> nor3_2 -> clkdlybuf4s50_1;
timing;WHS;11180;ps
floorplanning;die area;0.00987;mm2
setup_path;CP endpoint;zero;
yosys;area leader, netlist;ha_1;
yosys;Mapped Avg Cell Area;6.91;um2
placed_design;Buffers on Ports;100;
setup_path;crit path max fanout;5;
routing;DRC Markers;0;
setup_path;nature of the critical path startpoint;input pin;
placed_design;HPWL after DPL;13700;um
timing;final worst slack;9810;ps
clocking;cts repair resizes;0;
setup_path;Critical Path RT;19200;ps
status;outcome;finished, final reports clean;
global_routing;vias in the first global route;4995;
cells_and_area;dominant logic cell type in the layout;clkdlybuf4s50_1;
yosys;XOR Share, Synth;0.0127;
routing;via count;5727;
## worst min-delay path by stage
stage | startpoint | endpoint | slack [ps] | cells past startpoint
CTS | src_a[26] | zero | 11180 | 8
finish | src_a[31] | zero | 11180 | 8
global route | src_a[26] | zero | 11310 | 8
## power by group through the flow
| stage | Combinational, W | Sequential [W] | Clock [W] |
|---|---|---|---|
| global route | 0.000156 | 0.0000100 | 0 |
| CTS | 0.000140 | 0.00000969 | 0 |
| finish | 0.000144 | 0.00000970 | 0 |
## cell usage after synthesis (10+ instances only)
library cell and number:
a211oi_1 10, a21oi_1 89, buf_2 10, clkbuf_1 21, dlxtn_1 32, ha_1 63, inv_1 68, nand2_1 40
nand3_1 19, nor2_1 61, nor3_1 11, nor4_1 15, o21ai_0 34, o31ai_1 16
## per-stage QoR
| step | power (W) | util | cell area, um2 |
|---|---|---|---|
| after floorplan | 0.0000991 | - | 4740 |
| after global placement | 0.000149 | 0.628 | 5780 |
| after detailed placement | 0.000149 | 0.628 | 5780 |
| after CTS | 0.000150 | 0.628 | 5780 |
| after global routing | 0.000166 | 0.628 | 5780 |
| final | 0.000153 | 0.628 | 5780 |
## area by class of cell
class / instances / area [um2]
fill: 832 / 3420
inverter: 68 / 255
multi-input combinational: 552 / 3860
sequential: 32 / 480
tap: 111 / 139
timing repair buffer: 106 / 1050
## tightest hold or removal path, stage by stage
cell,delay (ps)
clkdlybuf4s50_1,470
ha_1,180
a21oi_1,60
o21ai_0,100
a32o_1,180
nand4bb_1,150
nor3_2,50
clkdlybuf4s50_1,380
## cell families after synthesis
logic type	after synthesis
AOI/OAI and AO/OA	273
and+or+nand+nor	201
buffers and inverters	102
adders and majority gates	65
latches	32
muxes	7
xor gates and xnor gates	6
## routing by layer
metal / up-vias / routed length, um
met1: 2647 / 7400
li1: 2712 / -
met5: - / 0
met3: 26 / 1910
met4: 0 / 289
met2: 342 / 7370
Power figures rest on the tool's default switching activity, not on a simulated workload.
