$ cat design/flow/constraint.sdc
current_design memory

set clk_period 6.8
set clk_io_pct 0.2

create_clock -name clk0 -period $clk_period

set non_clock_inputs [all_inputs -no_clocks]
set_input_delay [expr $clk_period * $clk_io_pct] -clock clk0 $non_clock_inputs
set_output_delay [expr $clk_period * $clk_io_pct] -clock clk0 [all_outputs]
$ cat design/flow/config.mk
export PLATFORM = sky130hd
export DESIGN_NAME = memory
export DESIGN_NICKNAME = memory
export VERILOG_FILES = /design/flow/design.v
export SDC_FILE = /design/flow/constraint.sdc
export NUM_CORES = 4
export LEC_CHECK = 1
export CORE_UTILIZATION = 30
$ cat design/flow/run.sh
#!/bin/bash
# OpenROAD 26Q1-2900-gdf79404cd8, Yosys 0.63+post, stock flow scripts
make -C /OpenROAD-flow-scripts/flow DESIGN_CONFIG=/design/flow/config.mk WORK_HOME=/design/flow/orfs finish
$ cat design/flow/design.v
module memory(
	clk, 
	reset, 
	mem_write,
	adr,
	write_data,
	read_data
);
	input clk, reset, mem_write;
	input [5:0] adr; 
	input [31:0] write_data;
	output reg [31:0] read_data;
	reg [31:0] RAM [63:0];
	assign read_data = RAM[adr[31:2]];
	always @ (clk) begin
		if(mem_write) RAM[adr[31:2]] <= write_data;
	end
endmodule
==> run summary <==
Max_cap viols = 0
Post-Syn Area = 11900 um^2
Critical path fanouts, max = 17
Total Routing Usage GR = 16.1%
Post-CTS Resized = 0
Cycle use final = 85.2%
Status = completed
Drt wl/cell = 19.6 um
Unique masters post-synth = 45
EDFF count, synth = 0
IO Port Bufs = 69
RSZ-0062 raised after global routing = no
Post-CTS Setup Bufs = 0
Endpoints left unconstrained = 512
Simple-Gate Area Share = 3.63%
Placed cell areas = 13100 um^2
DP HPWL = 20.8 mm
Slew headroom = 37.0%
Count of unclocked register or latch pins = 512
YS chip area = 11900 um^2
First-pass DRT Iterations = 7
Via count = 7988
Power density over cell area = 48.2 nW/um^2
Hold worst-path end = read_data[31]
Worst VDD drop = 0.0476 mV
Vias in the first global route = 7675
Ports = 73
Worst Hold Depth = 4
Final min period = 5.80 ns
ANT nets after route = 0
Ys Warns = 5
Overflow after GRT = 0
Yosys aoi share = 17.3%
Number of flip-flops under the largest register name = 512
WP data required = 5.44 ns
Cells after Synth = 1057
Flops & latches, synth = 512
Fin. max-slew vios = 0
Yosys adder share = 0%
Asr flop ratio synth = 0%
Height of the die = 201 um
Placer Congestion = 0.871
Startpoint Class = primary input
Ant diodes = 0
WP data arrival = 4.44 ns
Die Size = 40300 um^2
Peak Freq = 173 MHz
Core Util at FP = 30.6%
HP Class = in2out
Crit path launch = adr[2]
Synth mux share = 10.6%
Crit end category = output pin
Dominant register cell = dlxtn_1
CP max stage cell = nand2b_1
Via density = 4.97
Initial DRC count = 474
Final setup violation count = 0
Hold wc startpoint = adr[4]
Worst-margin pin slew = 0.940 ns
# Cells Yosys = 1057
Avg Cell Area, Syn = 11.2 um^2
Area grow syn2layout = 10.5%
Tool Warnings = 36
Worst-path cell chain = clkdlybuf4s50_1 > buf_4 > nand2b_1 > buf_4 > o22ai_1 > a211oi_1 > o2111ai_1 > clkdlybuf4s50_1
Antenna violations before repair = 1
Critical path type = in2out
Cell Rows = 72
Fill count = 3814
Leak pwr = 5.92 nW
First-pass GRT wire length = 48.7 mm
Final Cell Area = 13100 um^2
Pin count of the biggest net entering global routing = 50
Synth logic family = AND-OR/OR-AND gates
Drt drc = 0
Final WL = 31.5 mm
# hold bufs at CTS = 0
Die X = 201 um
Core Area = 38800 um^2
Final Hold Viols = 0
Post-route setup TNS = 0 ns
Xor/xnor share = 0%
Fraction of layout cells with a size suffix above 1 = 5.33%
Largest stage delay on the critical path = 0.73 ns
-- through the flow --
stage                     hold WS, ns  power (mW)  cells  worst slack (ns)  util (%)
after global placement           3.89       0.626   1607              1.06      33.8
after detailed placement         3.89       0.635   1607              1.01      33.8
after CTS                        3.89       0.637   1607             0.996      33.8
final                            3.89       0.631   1607              1.00      33.8
after floorplan                  3.11       0.452   1057              2.99         -
after global routing             3.90       0.684   1607             0.790      33.8
-- Yosys cell counts, types with 3 or more instances --
master / n / area (um^2)
a22oi_1: 64 / 480
buf_4: 17 / 128
nand2b_1: 3 / 18.8
nor2b_1: 4 / 25.0
dlxtn_1: 512 / 7690
buf_2: 25 / 125
clkbuf_1: 29 / 109
nand2_1: 34 / 128
nand3_1: 21 / 105
buf_6: 5 / 56.3
nor2_1: 6 / 22.5
o22ai_1: 32 / 200
o22a_1: 57 / 499
a211oi_1: 30 / 225
mux2i_1: 120 / 1200
o2111ai_1: 29 / 254
and2_1: 3 / 18.8
a221oi_1: 30 / 263
-- report_power, final --
part	switching [mW]	internal, mW	total, mW
registers	0.0343	0.216	0.250
clock network	0	0	0
logic	0.211	0.170	0.381
-- cell type report --
cell class / count / area, um^2 / share of cell area (%)
flip-flops and latches: 512 / 7690 / 58.6
multi-input cells: 465 / 3770 / 28.7
repair buffers: 110 / 1000 / 7.63
well taps: 518 / 648 / 4.94
inverters: 2 / 7.51 / 0.0572
-- cells by family after synthesis --
group	after synthesis
multiplexers	124
AND/OR/NAND/NOR	84
buffers and inverters	80
latches	512
AND-OR/OR-AND	257
-- worst max-delay path by stage --
stage / depth (start not counted) / to / slack (ns)
after CTS: 8 / read_data[21] / 1.0
after global routing: 8 / read_data[25] / 0.79
final: 8 / read_data[23] / 1.00
-- per-layer routing --
layer | vias up | routed length (um) | track usage (%)
met4 | 2 | 303 | 1.31
met3 | 12 | 1800 | 2.69
met5 | - | 17 | 0
li1 | 3904 | - | -
met1 | 3881 | 14800 | 24.7
met2 | 189 | 14600 | 25.6
-- cell usage in the layout (no fill, tap or decap), types with 2 or more instances in the layout --
master           count
dlxtn_1            512
mux2i_1            120
clkdlybuf4s50_1     66
a22oi_1             64
o22a_1              57
buf_4               42
nand2_1             34
o22ai_1             32
a211oi_1            30
a221oi_1            30
o2111ai_1           29
nand3_1             21
nor2_1               6
nand2b_1             3
and2_1               3
a31oi_1              2
inv_1                2
nor2b_1              2
nor4bb_1             2
mux2_2               2
o211ai_1             2
nand3b_1             2
nor2b_2              2
a211o_1              2
a221oi_2             2
-- worst max-delay path: cells and delay by family --
family	cells	cell delay, ns
and+or+nand+nor	1	0.73
AOI/OAI and AO/OA	3	0.55
buffers and inverters	4	1.78
No activity file was given, so power comes from the tool's default toggle rates.
