## ./run.sh

```bash
#!/bin/bash
# OpenROAD 26Q1-2900-gdf79404cd8, Yosys 0.63+post, stock flow scripts
make -C /OpenROAD-flow-scripts/flow DESIGN_CONFIG=/design/flow/config.mk WORK_HOME=/design/flow/orfs finish
```

## ./config.mk

```make
export PLATFORM = sky130hd
export DESIGN_NAME = register_file
export DESIGN_NICKNAME = register_file
export VERILOG_FILES = /design/flow/design.v
export SDC_FILE = /design/flow/constraint.sdc
export NUM_CORES = 4
export LEC_CHECK = 1
export CORE_UTILIZATION = 30
```

## ./constraint.sdc

```tcl
current_design register_file

set clk_period 8.9
set clk_io_pct 0.2

create_clock -name clk0 -period $clk_period [get_ports {clk}]

set non_clock_inputs [all_inputs -no_clocks]
set_input_delay [expr $clk_period * $clk_io_pct] -clock clk0 $non_clock_inputs
set_output_delay [expr $clk_period * $clk_io_pct] -clock clk0 [all_outputs]
```

## ./design.v

```verilog
module register_file(
	clk,
	we3,
	a1,
	a2,
	a3,
	wd3,
	rd1,
	rd2
);
	input clk, we3;
	input [4:0] a1, a2, a3;
	input [31:0] wd3;
	output reg [31:0] rd1, rd2;
	reg [31:0] rf [31:0];
	always @ (posedge clk) begin
		if(we3) rf[a3] <= wd3;
		rd1 = (a1 != 0)? rf[a1]:0;
		rd2 = (a2 != 0)? rf[a2]:0;
	end
endmodule
```

==> run summary <==
run metrics: status=completed, CP max-delay cell=buf_4, yosys warns=1, PortBufs=112, Peak VDD IR=0.000155 V, Critical Path End Type=flip-flop, DRT iter0 DRCs=1704, CTS tree=done, drt total wl=148 mm, average size of a mapped cell=19.8 um^2, CTS Sinks=1088, fp util=30.3%, dpl hpwl=84.7 mm, routability cong.=0.862, final worst setup slack=4.29 ns, maximum achievable frequency=217 MHz, Syn Inst Count=2470, Setup TNS=0 ns, Crit Path Category=in -> reg, startpoint types=input pin, Antenna Nets Post-Route=0, global-route wire length before repair=212 mm, Synth Cell Area=0.0488 mm^2, Latency at later pin=0.71 ns, Core ar.=0.161 mm^2, CTS resizes=0, share of post-route cells with drive strength above 1=31.7%, GR met1 Demand/Resource=21.3%, # IOs=113, vias=26.6k, worst-path cell chain=buf_6 -> buf_4 -> or3_4 -> buf_4 -> nor3_2 -> buf_4 -> buf_4 -> nor3_1, worst hold slack=0.782 ns, DR pass1 iterations=5, M3 GR Usage=14.2%, Final Core Density=35.3%, final hold vios=0, Least-Margin Pin Slew=1.10 ns, max-cap violation count=0, unrepaired setup endpoints after global routing=false, Inserted Clock Buffers=116, Design Power=11500 uW, tally of filler cells in the layout=14.7k, Slew headroom=26.5%, crit-path max FO=44, die footprint=0.164 mm^2, dpl ws=3.67 ns, Setup Fix Bufs, Post-CTS=0, initial antenna violation count=5, CP max stage delay=0.67 ns, clk slew on worst S/H paths=0.06 ns, Routed wire per std cell=30.2 um, Die Width=405 um, via/cell ratio=5.44, vias in the first global route=30.1k, GRT Overall Usage=19.5%, row count=147, crit path DAT=5.22 ns, count of tool warnings=26, Yosys Instances=2470, final setup violation count=0, Crit path top cell by count=buf_4, Lkg Pwr=0.0182 uW, post-synthesis sequential area ratio=65.6%, worst hold path type=reg -> reg, Distinct cells, synth=31, die height=405 um, Root Buffer=clkbuf_16, pwr dens=203 mW/mm^2, DRC=0, Final min period=4.61 ns, cts hold-fix bufs=0, Slew Limit Fails=0, crit path DRT=9.51 ns, FF+latch count, synth=1088, M2 GR Usage=29.8%, largest net degree at the start of global routing=72, Worst Skew=0.0274 ns, gr ovfl total=0, depth of the CTS H-tree=3, YS chip area=0.0488 mm^2, fin crit share=51.8%, area grow syn2layout=16.5%, gr busiest metal=met2, Clock Tree Buf Depth=3
[synth_stat cells]
cell      count  area share [%]
nor3_1       63            0.65
dfxtp_1      64             2.6
o21ai_0       2           0.021
a221oi_1      2           0.036
buf_2        65            0.67
nand3b_1      7            0.11
nand2_1       2           0.015
buf_4        25            0.38
edfxtp_1   1024              63
mux2_2       66             1.5
nor2b_1       2           0.026
clkbuf_1     82            0.63
a211o_1      32            0.57
a211oi_1     30            0.46
nor2_1      100            0.77
and2_1        3           0.038
or4_1         1           0.015
or3b_2        4           0.072
o221ai_1     62             1.1
a21o_1       32            0.49
buf_6         5            0.12
buf_1        15            0.12
nand2b_1      1           0.013
mux2i_1     232             4.8
nand3_1       2           0.021
a21oi_1      32            0.33
mux4_2      444              20
or3b_1        1           0.018
or3_1         2           0.026
o22ai_1      66            0.85
o31ai_1       2           0.031
[layout by cell type, fill, tap and decap left out, drive strengths merged, types with 4 or more instances in the layout]
cell           netlist  routed
o221ai              62      62
mux2i              232     232
nor3                63      63
edfxtp            1024    1024
dfxtp               64      64
clkinvlp             0       4
o22ai               66      66
a211o               32      32
a21oi               32      32
clkbuf              82     154
bufinv               0      11
a211oi              30      30
clkinv               0      49
buf                110     134
nor2               100     100
a21o                32      32
mux2                66      66
nand3b               7       7
mux4               444     444
or3b                 5       5
clkdlybuf4s50        0     102
diode                0       5
[flip-flops by register name, summed over array words and instances, names as in the netlist]
name  count
rd1      32
rd2      32
rf     1024
[worst max-delay path, delay by kind of cell]
family / cells / cell delay, ns
buffers and inverters: 5 / 2.31
and+or+nand+nor: 3 / 0.96
[per-layer routing]
metal	routed length, um	part of all wire [%]	up-vias
met1	47100	32	13596
met5	56	0.038	-
li1	-	-	10977
met3	23900	16	250
met2	70100	47	1794
met4	6510	4.4	4
[per-stage QoR]
step / area [um^2] / cells
3_5_place_dp: 52900 / 4674
3_3_place_gp: 52900 / 4674
6_report: 56800 / 4898
4_1_cts: 56800 / 4893
5_1_grt: 56800 / 4895
2_1_floorplan: 48800 / 2470
[report_power, final]
part	internal (uW)	leakage (uW)	switching [uW]
Clock	2870	0.00191	1990
Combinational	433	0.00651	488
Sequential	5690	0.00976	68.1
Total	9000	0.0182	2550
[cell type report]
type | count | area, um^2 | share of cell area [%]
Tap cell | 2160 | 2700 | 4.76
Antenna cell | 5 | 12.5 | 0.0220
Clock inverter | 65 | 628 | 1.11
Multi-Input combinational cell | 1190 | 16100 | 28.3
Sequential cell | 1088 | 32000 | 56.4
Clock buffer | 154 | 3250 | 5.72
Timing Repair Buffer | 236 | 2100 | 3.69
[path summary, 6_finish.rpt]
path	start	endpoint	slack (ns)	cells past startpoint
setup / recovery	a1[2]	rd1[27]$_SDFF_PN0_	4.29	8
setup reg to reg	rf[14][6]$_DFFE_PP_	rd2[6]$_SDFF_PN0_	7.08	5
hold reg to reg	rf[30][25]$_DFFE_PP_	rd2[25]$_SDFF_PN0_	0.78	3
hold / removal	rf[30][25]$_DFFE_PP_	rd2[25]$_SDFF_PN0_	0.78	3
[logic make-up after synthesis]
kind of cell / synth area share, %
AND-OR/OR-AND: 3.90
buffers and inverters: 1.91
flip-flops: 65.6
multiplexers: 26.8
AND/OR/NAND/NOR: 1.77
No activity file was given, so power comes from the tool's default toggle rates.
